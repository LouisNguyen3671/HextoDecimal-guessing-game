**/design/flow/config.mk**
```make
export PLATFORM = sky130hd
export DESIGN_NAME = Top
export DESIGN_NICKNAME = Top
export VERILOG_FILES = /design/flow/design.v
export SDC_FILE = /design/flow/constraint.sdc
export NUM_CORES = 4
export LEC_CHECK = 1
export CORE_UTILIZATION = 30
```
**/design/flow/constraint.sdc**
```tcl
current_design Top

set clk_period 3.6
set clk_io_pct 0.2

create_clock -name clk0 -period $clk_period [get_ports {CLK}]

set non_clock_inputs [all_inputs -no_clocks]
set_input_delay [expr $clk_period * $clk_io_pct] -clock clk0 $non_clock_inputs
set_output_delay [expr $clk_period * $clk_io_pct] -clock clk0 [all_outputs]
```
**/design/flow/design.v**
```verilog
`timescale 1ns / 1ps
module Top(
    input CLK,BTNC,BTNU,BTNL,BTNR,BTND,
    input [15:0] SW,
    output [15:0] LED,
    output [7:0] SSEG_CA,
    output [7:0] SSEG_AN
    );
    reg [4:0] i;
    reg [4:0] State;
    reg [3:0] Random [0:3];   
    reg [15:0] RLed;
    reg [4:0]Digit [0:7];
    reg [31:0] Counter;
    reg Clk_1K, Clk_Slow, Clk_Flash, Clk_Slide;
    wire [39:0] Pass;
    reg [4:0] RPass [7:0];    
    reg [4:0] RSave [7:0];    
    wire [7:0] Dp;
    reg [3:0] Value;
    reg [2:0] Sl_Start;
    reg [2:0] Sl_End;
    reg [2:0]  i_Guess;    
    reg [2:0]  iD_Guess;   
    reg  Bity;
    initial begin    
    i<= 5'b00000;
    State <= 5'b00000;
    Clk_1K <= 1'b0;
    Clk_Slow <= 1'b0;
    Clk_Slide <= 1'b0;
    Clk_Flash <= 1'b0;
    RLed = 16'h0000;
    end
   always @ (posedge CLK) begin
        Counter <= Counter + 32'h00000001;
        Clk_1K <= Counter [10];
        Clk_Slow <= Counter[26];
        Clk_Slide <= Counter[25];
        Clk_Flash <= Counter[22];
        if(BTNR) begin
        Random[0]  = {Counter[2],Counter[4],Counter[7],Counter[3]};
        Random[1]  = {Counter[6],Counter[7],Counter[19],Counter[1]};
        Random[2]   = {Counter[5],Counter[9],Counter[13],Counter[20]};
        Random[3] = {Counter[8],Counter[11],Counter[16],Counter[12]};
        end
        end
    always @ (posedge Clk_1K) begin
    case (State)   
      5'b00000 : begin
                Bity = 1'b1;
                for (i=0; i< 4'b1000; i = i + 4'b0001) begin
                    RPass[i] <= 5'b00000;
                    RSave[i] <= 5'b00000;
                end
                i_Guess <= 3'b000;
                iD_Guess <= 3'b000;
                if(BTNC == 1'b1) begin
                    Bity <= 1'b0;    
                    State <= State + 5'b00001;
                end
      end
      5'b00001 : begin
                RPass[7] <= {1'b1,Random[3]};
                RPass[6] <= {1'b1,Random[2]};
                RPass[5] <= {1'b1,Random[1]};
                RPass[4] <= {1'b1,Random[0]};
                RPass[3] <= 5'b00000;
                RPass[2] <= 5'b00000;
                RPass[1] <= 5'b00000;
                RPass[0] <= 5'b00000;
                if(Clk_Flash)State <= State;
                else State <= State+5'b00001;
      end 
      5'b00010 : begin
                RPass[6] <= {1'b1,Random[3]};
                RPass[5] <= {1'b1,Random[2]};
                RPass[4] <= {1'b1,Random[1]};
                RPass[3] <= {1'b1,Random[0]};
                RPass[2] <= 5'b00000;
                RPass[1] <= 5'b00000;
                RPass[0] <= 5'b00000;
                RPass[7] <= 5'b00000;
                if(!Clk_Flash) State <= State;
                else State <= State+5'b00001;     
      end
      5'b00011 : begin
                RPass[5] <= {1'b1,Random[3]};
                RPass[4] <= {1'b1,Random[2]};
                RPass[3] <= {1'b1,Random[1]};
                RPass[2] <= {1'b1,Random[0]};
                RPass[1] <= 5'b00000;
                RPass[0] <= 5'b00000;
                RPass[7] <= 5'b00000;
                RPass[6] <= 5'b00000;
                if(Clk_Flash)State <= State;
                else State <= State+5'b00001;    
      end
      5'b00100 : begin
                RPass[4] <= {1'b1,Random[3]};
                RPass[3] <= {1'b1,Random[2]};
                RPass[2] <= {1'b1,Random[1]};
                RPass[1] <= {1'b1,Random[0]};
                RPass[0] <= 5'b00000;
                RPass[7] <= 5'b00000;
                RPass[6] <= 5'b00000;
                RPass[5] <= 5'b00000;      
                if(!Clk_Flash)State <= State;
                else State <= State+5'b00001;    
      end                  
      5'b00101 : begin
                RPass[3] <= {1'b1,Random[3]};
                RPass[2] <= {1'b1,Random[2]};
                RPass[1] <= {1'b1,Random[1]};
                RPass[0] <= {1'b1,Random[0]};
                RPass[7] <= 5'b00000;
                RPass[6] <= 5'b00000;
                RPass[5] <= 5'b00000;
                RPass[4] <= 5'b00000;
                if(Clk_Flash)State <= State;
                else State <= State+5'b00001;
      end
      5'b00110 : begin
                RPass[3] <= 5'b00000;
                RPass[2] <= {1'b1,Random[3]};
                RPass[1] <= {1'b1,Random[2]};
                RPass[0] <= {1'b1,Random[1]};
                RPass[7] <= 5'b00000;
                RPass[6] <= 5'b00000;
                RPass[5] <= 5'b00000;
                RPass[4] <= 5'b00000;
                if(!Clk_Flash)State <= State;
                else State <= State+5'b00001;      
      end
      5'b00111 : begin
                RPass[3] <= 5'b00000;
                RPass[2] <= 5'b00000;
                RPass[1] <= {1'b1,Random[3]};
                RPass[0] <= {1'b1,Random[2]};
                RPass[7] <= 5'b00000;
                RPass[6] <= 5'b00000;
                RPass[5] <= 5'b00000;
                RPass[4] <= 5'b00000;
                if(Clk_Flash)State <= State;
                else State <= State+5'b00001;      
      end
      5'b01000 : begin
                RPass[3] <= 5'b00000;
                RPass[2] <= 5'b00000;
                RPass[1] <= 5'b00000;
                RPass[0] <= {1'b1,Random[3]};
                RPass[7] <= 5'b00000;
                RPass[6] <= 5'b00000;
                RPass[5] <= 5'b00000;
                RPass[4] <= 5'b00000;
                if(!Clk_Flash)State <= State;
                else State <= State+5'b00001;       
      end    
      5'b01001 : begin
           if (BTNR) begin                       
                RPass[3] <= {1'b1,Random[3]};
                RPass[2] <= {1'b1,Random[2]};
                RPass[1] <= {1'b1,Random[1]};
                RPass[0] <= {1'b1,Random[0]};
                RPass[7] <= 5'b00000;
                RPass[6] <= 5'b00000;
                RPass[5] <= 5'b00000;
                RPass[4] <= 5'b00000;
            end
            else begin
                RPass[6] <= 5'b00000;
                RPass[7] <= 5'b00000;
                RPass[0] <= 5'b00000;
                RPass[1] <= 5'b00000;
                RPass[2] <= 5'b00000;
                RPass[3] <= 5'b00000;
                RPass[4] <= 5'b00000;
                RPass[5] <= 5'b00000;
            end
                if(Clk_Flash)State <= State;
                else begin
                        i_Guess  <= 3'b000;   
                        iD_Guess <= 3'b011;    
                        State <= State + 5'b00001;   
                end
      end 
      5'b01010 : begin    
                if(BTND && Clk_Slow) begin               
                    for (i=0 ; i <5'b10000 ; i = i + 5'b00001) begin   
                        if(SW[i]) Value = i[3:0];   
                    end
                    RPass[3'b111 - i_Guess] <= {1'b1,Value};    
                    if (Value > Random[iD_Guess]) begin   
                        RLed[15] = 1'b1;
                        RLed[0] = 1'b0;
                        RLed[14:1] =14'b00000000000000;
                        State <= 5'b01011;    
                    end
                    else if (Value < Random[iD_Guess]) begin  
                        RLed[15] = 1'b0;
                        RLed[0] = 1'b1; 
                        RLed[14:1] =14'b00000000000000;
                        State <= 5'b01011;    
                    end
                    else if (Value == Random[iD_Guess])begin    
                        RLed = 16'hFFFF;    
                        State <= 5'b01100;      
                    end
               end
      end 
      5'b01011 : begin    
                if (!Clk_Slow && !BTND) begin
                    State = 5'b01010;
                    i_Guess = i_Guess + 3'b001;
                    if (i_Guess == 3'b100) State = 5'b10111;    
                end
      end             
      5'b01100 : begin    
                if (!Clk_Slide) begin   
                    State = State + 5'b00001;    
                    Sl_End = iD_Guess;    
                    Sl_Start = 3'b111 - i_Guess;
                    for (i= 5'b00000; i< 5'b00100 ; i = i + 5'b00001) begin   
                        RSave[i] <= RPass[i];
                    end
                    RSave[7] <= 5'b00000;
                    RSave[6] <= 5'b00000;
                    RSave[5] <= 5'b00000;
                    RSave[4] <= 5'b00000;
                 end
       end
       5'b01101  : begin    
                if (Clk_Slide) begin   
                    RLed = 16'h0000;    
                    State = State + 5'b00001;    
                    RPass[Sl_Start] = RSave[Sl_Start];    
                    Sl_Start = Sl_Start - 3'b001;    
                    RPass[Sl_Start] = {1'b1,Value};    
                    if(Sl_Start == Sl_End) State = 5'b10100;   
                end                    
      end
      5'b01110 : begin   
                if (!Clk_Slide) begin   
                      State = State + 5'b00001;    
                      RPass[Sl_Start] = RSave[Sl_Start];    
                      Sl_Start = Sl_Start - 3'b001;    
                      RPass[Sl_Start] = {1'b1,Value};    
                      if(Sl_Start == Sl_End) State = 5'b10100;   
                end    
      end
      5'b01111 : begin
                if (Clk_Slide) begin   
                      State = State + 5'b00001;    
                      RPass[Sl_Start] = RSave[Sl_Start];    
                      Sl_Start = Sl_Start - 3'b001;    
                      RPass[Sl_Start] = {1'b1,Value};    
                      if(Sl_Start == Sl_End) State = 5'b10100;   
                end        
      end
      5'b10000 : begin
                if (!Clk_Slide) begin   
                      State = State + 5'b00001;    
                      RPass[Sl_Start] = RSave[Sl_Start];    
                      Sl_Start = Sl_Start - 3'b001;    
                      RPass[Sl_Start] = {1'b1,Value};    
                      if(Sl_Start == Sl_End) State = 5'b10100;   
                end         
      end
      5'b10001 : begin
                if (Clk_Slide) begin   
                      State = State + 5'b00001;    
                      RPass[Sl_Start] = RSave[Sl_Start];    
                      Sl_Start = Sl_Start - 3'b001;    
                      RPass[Sl_Start] = {1'b1,Value};    
                      if(Sl_Start == Sl_End) State = 5'b10100;   
                end         
      end
      5'b10010 : begin
                 if (!Clk_Slide) begin   
                      State = State + 5'b00001;    
                      RPass[Sl_Start] = RSave[Sl_Start];    
                      Sl_Start = Sl_Start - 3'b001;    
                      RPass[Sl_Start] = {1'b1,Value};    
                      if(Sl_Start == Sl_End) State = 5'b10100;   
                 end       
      end
      5'b10011 : begin
                if (Clk_Slide) begin   
                      State <= 5'b10100;    
                      RPass[Sl_Start] = RSave[Sl_Start];    
                      Sl_Start = Sl_Start - 3'b001;    
                      RPass[Sl_Start] = {1'b1,Value};    
                end        
      end
      5'b10100 : begin     
                if (!Clk_Slide) begin   
                    State = 5'b01010;   
                    if(iD_Guess == 3'b000) State = 5'b10101;   
                    RSave[7] <= 5'b00000;
                    RSave[6] <= 5'b00000;
                    RSave[5] <= 5'b00000;
                    RSave[4] <= 5'b00000;
                    RPass[7] <= 5'b00000;
                    RPass[6] <= 5'b00000;
                    RPass[5] <= 5'b00000;
                    RPass[4] <= 5'b00000;
                    iD_Guess <= iD_Guess - 3'b001;    
                    i_Guess <= 3'b000;
                end     
      end
      5'b10101 : begin      
                if(BTNC) State = 5'b00000;     
                if(Clk_Slow) begin
                    RLed <= 8'b11111111;
                    RPass[3] <= {1'b1,Random[3]};
                    RPass[2] <= {1'b1,Random[2]};
                    RPass[1] <= {1'b1,Random[1]};
                    RPass[0] <= {1'b1,Random[0]};
                    RPass[7] <= 5'b00000;
                    RPass[6] <= 5'b00000;
                    RPass[5] <= 5'b00000;
                    RPass[4] <= 5'b00000; 
                    State = State + 5'b00001;              
                end
      end
      5'b10110 : begin     
                if(BTNC) State = 5'b00000;     
                if(!Clk_Slow) begin
                    RLed <= 8'b00000000;
                    RPass[3] <= 5'b00000;
                    RPass[2] <= 5'b00000;
                    RPass[1] <= 5'b00000;
                    RPass[0] <= 5'b00000;
                    RPass[7] <= 5'b00000;
                    RPass[6] <= 5'b00000;
                    RPass[5] <= 5'b00000;
                    RPass[4] <= 5'b00000; 
                    State = State - 5'b00001;              
                end  
      end
       5'b10111 : begin     
                 if(BTNC) State <= 5'b00000;     
                 if (Clk_Slow) begin 
                    State =State + 5'b00001;
                    RPass[7] <= 5'b11111;
                    RPass[6] <= 5'b10000;
                    RPass[5] <= 5'b10000;
                    RPass[4] <= 5'b10000;
                    RPass[3] <= {1'b1,Random[3]};   
                    RPass[2] <= {1'b1,Random[2]};
                    RPass[1] <= {1'b1,Random[1]};
                    RPass[0] <= {1'b1,Random[0]};                    
                 end
       end
       5'b11000 : begin     
                 if(BTNC) State <= 5'b00000;     
                 if (!Clk_Slow) begin 
                    State =State - 5'b00001;
                    RPass[7] <= 5'b00000;
                    RPass[6] <= 5'b00000;
                    RPass[5] <= 5'b00000;
                    RPass[4] <= 5'b00000;
                 end
       end
      default : begin
            RLed <= 8'b10101010;
      end
    endcase
    end
    assign Pass = {RPass[0],RPass[1],RPass[2],RPass[3],RPass[4],RPass[5],RPass[6],RPass[7]};
    assign Dp = 8'h00;
    assign LED = RLed;
    Disp_7seg Inst_A (Pass,Dp,Clk_1K,SSEG_CA, SSEG_AN);
endmodule
module Disp_7seg(
	input [0:39] Pd,
	input [7:0]  DP,
	input        Clk,
	output[7:0] SSC,    
	output reg [7:0] SSA);   
    wire    [4:0] Disp [0:7];
    reg     [2:0] Point;
    reg     [4:0] Point_Plus;
    wire [3:0] Digit_to_Show;
    initial begin
    Point <= 3'b000;
    end
    assign {Disp[0],Disp[1],Disp[2],Disp[3],Disp[4],Disp[5],Disp[6],Disp[7]}= Pd;   
    always @(posedge Clk ) begin   
    Point <= Point + 3'b001;
    end
    assign Digit_to_Show = Disp[Point][3:0];
    Hex_Dig Inst1 (Digit_to_Show,SSC,DP[Point]);
    always @ (*) begin
          Point_Plus = {Disp [Point][4],Point};   
          case (Point_Plus)   
            4'b1000:SSA = ~(8'b00000001);   
            4'b1001:SSA = ~(8'b00000010);   
            4'b1010:SSA = ~(8'b00000100);   
            4'b1011:SSA = ~(8'b00001000);   
            4'b1100:SSA = ~(8'b00010000);   
            4'b1101:SSA = ~(8'b00100000);   
            4'b1110:SSA = ~(8'b01000000);   
            4'b1111:SSA = ~(8'b10000000);   
            default:SSA = ~(8'b00000000);   
     endcase   
    end
endmodule         
module Hex_Dig (         
        input [3:0] Value,
        output reg [7:0] SS,
        input Decimal_Point);
        always @ (*) begin
        case (Value) 
             4'h0:  SS[6:0] = ~(7'b0111111);     
             4'h1:  SS[6:0] = ~(7'b0000110);     
             4'h2:  SS[6:0] = ~(7'b1011011);   
             4'h3:  SS[6:0] = ~(7'b1001111);   
             4'h4:  SS[6:0] = ~(7'b1100110);   
             4'h5:  SS[6:0] = ~(7'b1101101);   
             4'h6:  SS[6:0] = ~(7'b1111101);   
             4'h7:  SS[6:0] = ~(7'b0000111);   
             4'h8:  SS[6:0] = ~(7'b1111111);   
             4'h9:  SS[6:0] = ~(7'b1100111);   
             4'hA:  SS[6:0] = ~(7'b1110111);   
             4'hB:  SS[6:0] = ~(7'b1111100);   
             4'hC:  SS[6:0] = ~(7'b0111001);   
             4'hD:  SS[6:0] = ~(7'b1011110);   
             4'hE:  SS[6:0] = ~(7'b1111001);   
             4'hF:  SS[6:0] = ~(7'b1110001);   
          default:  SS[6:0] = ~(7'b1001001);
        endcase
        SS[7] = ~Decimal_Point;   
           end
endmodule
```
**/design/flow/run.sh**
```bash
#!/bin/bash
# OpenROAD 26Q1-2900-gdf79404cd8, Yosys 0.63+post, stock flow scripts
make -C /OpenROAD-flow-scripts/flow DESIGN_CONFIG=/design/flow/config.mk WORK_HOME=/design/flow/orfs finish
```
==> impl_metrics.json <==
{
  "outcome": "completed",
  "async_flop_share": 0,
  "cts_buffers": 5,
  "ys_ff": 135,
  "fin_hold_ws_ns": 0.367,
  "track_usage": 0.187,
  "mostFrequentLayoutCell": "edfxtp_1",
  "h-tree-depth": 2,
  "insertion_delay_ns": 0.28,
  "clockBufferDepth": 2,
  "firstDrtPassIters": 7,
  "maxCapViolCount": 0,
  "vias": 8516,
  "cts-resized-gates": 0,
  "io_buffers": 50,
  "final.period_utilization": 0.490,
  "layout_top_cells": "93 x edfxtp_1, 78 x nand2_1, 69 x nor2_1",
  "r2r-end": "Counter[21]$_DFF_P_",
  "synth_cells": 1058,
  "fp.dieH_um": 183,
  "cts_hold_buf": 0,
  "leakagePower_nw": 3.75,
  "cts-root-buf": "clkbuf_16",
  "worstPathCellList": "clkdlybuf4s50_1",
  "yosysSeqAreaShare": 0.370,
  "area_leaders": "edfxtp_1 28%, dfxtp_1 8.6%, ha_1 4.6%, nand2_1 3.0%, a21oi_1 2.8%",
  "crit_family": "buffers and inverters",
  "fp-row-count": 65,
  "slowest_stage": "clkdlybuf4s50_1",
  "yosysTopAreaCell": "edfxtp_1",
  "max_freq_mhz": 567,
  "untimed_endpoints": 198,
  "critical_path_class": "in -> reg",
  "drive_gt1_frac": 0.0697,
  "setup_viol": 0,
  "r2r_slack_ns": 1.85,
  "critPathLaunchType": "primary input",
  "syn_avg_cell_area_um2": 9.28,
  "fp_util": 0.308,
  "cts_tree": "done",
  "ios": 54,
  "r2r_start": "Counter[2]$_DFF_P_",
  "arrival_ns": 1.67,
  "ff2ff_path_depth": 6,
  "critPathMaxStageDelay_ns": 0.95,
  "vias_per_cell": 5.75,
  "antennaDiodeCount": 0,
  "overflow": 0,
  "remaining_drc_errors": 0,
  "crit_required_ns": 3.51,
  "power.density_nw_per_um2": 101,
  "worstHoldEndpoint": "Clk_Slow$_DFF_P_",
  "syn_area_um2": 9820,
  "die-area_um2": 33500,
  "warnings": 50,
  "place.gp.congestion": 0.954,
  "area_growth_syn_to_layout_pct": 9.17,
  "drtIter0Drc": 1227,
  "hp-class": "reg -> reg",
  "top_area_frac": 0.284,
  "wl_um": 30600,
  "wl_per_cell_um": 20.6,
  "max-slew-margin-rel": 0.337,
  "ys_chip_area_um2": 9820,
  "hold_viol": 0,
  "finalSetupTns_ns": 0,
  "synthFlopType": "edfxtp_1",
  "ys_cells": 1058,
  "worst_slew_pin_slew_ns": 0.992,
  "timing.critical_path.buf_inv": 1,
  "layout_min_cycle_time_ns": 1.76,
  "grt_max_degree": 88,
  "die_w_um": 183,
  "hp-start": "Counter[26]$_DFF_P_",
  "grt_first_pass_wirelength_um": 47200,
  "coreArea_um2": 31900,
  "postCtsSetupRepairBufs": 0,
  "first_global_vias": 7924,
  "edf_count": 93,
  "maxSlewViolCount": 0,
  "worst_setup_path_end_kind": "flop",
  "hold_path_depth": 0,
  "drt.antenna.violating_nets": 0,
  "unclocked_pins": 89,
  "path_max_fanout": 18,
  "ys_warn_count": 5,
  "antenna_found_initial": 0,
  "synthDistinctLibCells": 99,
  "irDropWorstVdd_mv": 0.161,
  "dp_hpwl_um": 23000,
  "cts.clk_slew.worst_paths_ns": 0.06,
  "rsz0062_at_grt": "no",
  "skew_ns": 0.00515
}
final cells by class:
| type | instances | area [um2] |
|---|---|---|
| Tap cell | 435 | 544 |
| Multi-Input combinational cell | 796 | 5630 |
| Clock buffer | 6 | 129 |
| Inverter | 43 | 161 |
| Fill cell | 3267 | 21200 |
| Timing Repair Buffer | 65 | 613 |
| Clock inverter | 2 | 10.0 |
| Sequential cell | 135 | 3630 |
synth_stat cells (13+ instances only):
master and count:
inv_1 41, clkbuf_1 49, a221oi_1 13, a21oi_1 55, nand2b_1 18, xnor2_1 28
nand2_1 78, dfxtp_1 42, o21ai_0 32, a22oi_1 21, mux2i_1 16, nand3_1 31
mux2_2 18, and2_1 29, a222oi_1 18, nor2_1 69, ha_1 36, nor3_1 24
edfxtp_1 93, and3_1 18, o22ai_1 20, a211oi_1 14, buf_4 13
per-layer routing:
layer / global-route usage / share of wire / vias up
li1: - / - / 4025
met1: 0.284 / 0.44 / 4047
met2: 0.294 / 0.46 / 389
met3: 0.0277 / 0.076 / 55
met4: 0.0300 / 0.023 / 0
met5: 0 / 0 / -
kinds of logic after synthesis:
group / share of synthesized area
other: 0.000382
flip-flops: 0.370
AND-OR/OR-AND: 0.240
buffers and inverters: 0.0573
multiplexers: 0.0454
AND/OR/NAND/NOR: 0.203
XOR/XNOR: 0.0363
adder cells (fa/ha/maj): 0.0469
worst max path at each step:
stage                              start                     end  cells after the start  slack, ns
after CTS                           BTNR  Random[1][3]$_DFFE_PP_                      1       1.83
after global routing  Counter[2]$_DFF_P_     Counter[21]$_DFF_P_                      6       1.72
final                               BTNR  Random[1][3]$_DFFE_PP_                      1       1.84
where the power goes:
group	total (mW)	switching [mW]	internal, mW
registers	0.580	0.0348	0.546
logic	0.0791	0.0392	0.0399
clock network	0.428	0.174	0.254
state kept, by name, summed over array words and instances (netlist names):
register / cells
Clk_1K: 1
Clk_Flash: 1
Clk_Slide: 1
Clk_Slow: 1
Counter: 27
Inst_A.Point: 3
RLed: 5
RPass: 40
RSave: 20
Random: 15
Sl_End: 3
Sl_Start: 3
State: 5
Value: 4
iD_Guess: 3
i_Guess: 3
stage by stage:
| stage | power, mW | utilization | worst slack, ns | area (um2) | cells |
|---|---|---|---|---|---|
| floorplan | 0.611 | - | 1.98 | 9820 | 1058 |
| global placement | 0.666 | 0.332 | 1.54 | 10600 | 1474 |
| detailed placement | 0.667 | 0.332 | 1.53 | 10600 | 1474 |
| CTS | 1.09 | 0.336 | 1.83 | 10700 | 1482 |
| global route | 1.13 | 0.336 | 1.72 | 10700 | 1482 |
| finish | 1.09 | 0.336 | 1.84 | 10700 | 1482 |
Power is estimated from default activity; no workload was simulated.
